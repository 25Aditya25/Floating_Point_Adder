## design/flow/run.sh

```bash
#!/bin/bash
# OpenROAD 26Q1-2900-gdf79404cd8, Yosys 0.63+post, stock flow scripts
make -C /OpenROAD-flow-scripts/flow DESIGN_CONFIG=/design/flow/config.mk WORK_HOME=/design/flow/orfs finish
```

## design/flow/config.mk

```make
export PLATFORM = sky130hd
export DESIGN_NAME = checker2
export DESIGN_NICKNAME = checker2
export VERILOG_FILES = /design/flow/design.v
export SDC_FILE = /design/flow/constraint.sdc
export NUM_CORES = 4
export LEC_CHECK = 1
export CORE_UTILIZATION = 50
```

## design/flow/constraint.sdc

```tcl
current_design checker2

set clk_period 5.0
set clk_io_pct 0.2

create_clock -name clk0 -period $clk_period [get_ports {CLOCK_50}]

set non_clock_inputs [all_inputs -no_clocks]
set_input_delay [expr $clk_period * $clk_io_pct] -clock clk0 $non_clock_inputs
set_output_delay [expr $clk_period * $clk_io_pct] -clock clk0 [all_outputs]
```

## design/flow/design.v

```verilog
module checker2(input CLOCK_50,output LEDR);
	reg add;
	reg [15:0] number1,number2;
	wire [15:0] result;
	wire ready;
	parameter RDY=3'b000, waiting=3'b010, issue=3'b001, DONE=3'b011;
	reg [47:0] test [0:7];
	reg [15:0] expected_result;
	reg [2:0] state= RDY;
	reg [2:0] count=3'b000;
	reg Done,correct;
	assign LEDR[0]=Done;
	assign LEDR[1]=correct;
	initial
	begin
		add=1'b0;
		test[0]={16'b0_10011_0001000000,16'b0_10011_0001000000,16'b0_10100_0001000000};
		test[1]={16'b0_10011_0001000000,16'b0_10011_0010000000,16'b0_10100_0001100000}; 
		test[2]={16'b0_10011_0001000000,16'b0_10011_0001000000,16'b0_10100_0001000000};
		test[3]={16'b0_10011_0001000000,16'b0_10011_0010000000,16'b0_10100_0001100000}; 
		test[4]={16'b0_10011_0001000000,16'b0_10011_0001000000,16'b0_10100_0001000000};
		test[5]={16'b0_10011_0001000000,16'b0_10011_0010000000,16'b0_10100_0001100000}; 
		test[6]={16'b0_10011_0001000000,16'b0_10011_0001000000,16'b0_10100_0001000000};
		test[7]={16'b0_10011_0001000000,16'b0_10011_0010000000,16'b0_10100_0001100000}; 
		correct=1'b0;
		Done=1'b0;
		number1=test[1][47:32];
		number2=test[1][31:16];
		expected_result=test[1][15:0];
	end
	floating_point_adder fpa(CLOCK_50,add,number1,number2,result,ready);
	always@(posedge CLOCK_50)
	begin
		case(state)
		RDY:
		begin
			state=issue;
		end
		issue:
		begin				
			number1=test[count][47:32];
			number2=test[count][31:16];
			expected_result=test[count][15:0];
			add=1'b1;
			count=count+1;
			state=waiting;
		end
		waiting:
		if(ready)
		begin
			if(result!=expected_result) 
			begin
				correct=1'b0;
				state=DONE;
			end
			else
			begin
				if(count==7) 
				begin
					state=DONE;
					correct=1'b1;
				end	
				else state=issue;
			end	
			add=1'b1;
		end
		else add=1'b0;
		DONE:
		begin
			Done=1'b1;
		end
		default:
		begin
			add=1'b0;
		end
		endcase
	end
endmodule
module floating_point_adder(clk,add,number1,number2,result,ready);
input clk;
input add;
input [15:0] number1;
input [15:0] number2;
output reg [15:0] result;
output reg ready;
localparam RDY=3'b000,START=3'b001,NEGPOS=3'b010,OP=3'b011,SHIFT=3'b100,WRITE=3'b101,RSLT=3'b110;
reg [3:0] state = RDY;	 
reg [41:0] bigreg;		 
reg [41:0] smallreg;	 
reg [41:0] resultreg;	
reg resultsign;
reg [4:0] resultshift;
reg [9:0] resultfrac;
reg [5:0] pos=0;
reg found;
integer bigshift;
integer smallshift;
reg [5:0] i;
always @ (posedge clk) 
case (state)
RDY:
	if (add) 
	begin
		bigreg <= {16'b0,1'b1,25'b0};		 
		smallreg <= {16'b0,1'b1,25'b0};
		pos <= 6'b0;
		i <= 6'd41;							 
		ready <= 0;
		state <= START;					 
		found<=1'b0;
	end
START:  
	begin
	if (number1[15] != number2[15])  
		if (number1[14:10] > number2[14:10])  
		begin 
			bigreg[24:15] <= number1[9:0];  
			bigshift <= number1[14:10] - 4'b1111;
			resultsign <= number1[15];
			smallreg[24:15] <= number2[9:0];
			smallshift <= number2[14:10] - 4'b1111;
		end
		else if (number2[14:10] > number1[14:10])   
		begin 
			bigreg[24:15] <= number2[9:0];
			bigshift <= number2[14:10] - 4'b1111;
			resultsign <= number2[15];
			smallreg[24:15] <= number1[9:0];
			smallshift <= number1[14:10] - 4'b1111;
		end
		else 											 
		begin
			if (number1[9:0] > number2[9:0]) 				 
			begin 
				bigreg[24:15] <= number1[9:0];
				bigshift <= number1[14:10] - 4'b1111;    
				resultsign <= number1[15];
				smallreg[24:15] <= number2[9:0];
				smallshift <= number2[14:10] - 4'b1111;
			end
			else if (number2[9:0] > number1[9:0])			 
			begin 
				bigreg[24:15] <= number2[9:0];
				bigshift <= number2[14:10] - 4'b1111;
				resultsign <= number2[15];
				smallreg[24:15] <= number1[9:0];
				smallshift <= number1[14:10] - 4'b1111;
			end
			else result <= {2'b00,4'b1111,10'b0};   
		end
	else 	 
	begin 
		bigreg[24:15] <= number1[9:0];
		bigshift <= number1[14:10] - 4'b1111;
		resultsign <= number1[15];				 
		smallreg[24:15] <= number2[9:0];
		smallshift <= number2[14:10] - 4'b1111;
	end
	state <= NEGPOS;
	end
NEGPOS: 
	begin
	if (bigshift > 0) 		 
		bigreg <= bigreg << bigshift;   
	else bigreg <= bigreg >> ((~bigshift)+1);
	if (smallshift > 0) 				 
		smallreg <= smallreg << smallshift;
	else smallreg <= smallreg >> ((~smallshift)+1);
	state <= OP;
	end
OP:     
	begin
	if (number1[15] != number2[15]) 
		resultreg = bigreg - smallreg;
	else 
		resultreg = bigreg + smallreg;
		state <= SHIFT;
	end
SHIFT:
	begin
		for(i=41;i>0;i=i-1)begin
			if(resultreg[i] == 1'b1 && found==1'b0)begin
				found=1'b1;
				pos=i;
			end
		end
		if(found==1'b0) pos=i;
		state = WRITE;
	end	
WRITE:  
	begin
		resultshift <= pos - 10;
		if (pos >= 11)
			resultfrac <= resultreg[pos-1 -: 10];   
		state <= RSLT; 
	end
RSLT:   
	begin
	result <= {resultsign,resultshift,resultfrac};
	ready <= 1'b1;
	state <= RDY;
	end
endcase
endmodule
```

==> results.json <==
{
  "tightest_slew_ns": 0.827,
  "drt.antenna.violating_nets": 0,
  "die_height_um": 110,
  "max_freq_mhz": 291,
  "ys.flop_type": "sky130_fd_sc_hd__edfxtp_1",
  "path_delay_family": "AND-OR/OR-AND gates",
  "fin_area_um2": 6280,
  "io_pins": 2,
  "synth_flops": 87,
  "cts_buffer_depth": 2,
  "synth-cells-yosys": 556,
  "cp_data_arrival_time_ns": 3.53,
  "seq_area_frac_synth_pct": 44.8,
  "synth-area-yosys_um2": 5830,
  "crit_path_max_fanout": 31,
  "place_area_um2": 5960,
  "final_layout_size_suffix_gt1_share_pct": 10.8,
  "cts-buffers-inserted": 9,
  "rows": 39,
  "place_hpwl_mm": 9.33,
  "worstSkewPairLatency_ns": 0.35,
  "power_density_nw_per_um2": 242,
  "cpMaxStageDelayCell": "sky130_fd_sc_hd__ha_1",
  "critPathCaptureType": "flip-flop",
  "count_of_max_cap_constraint_violations": 0,
  "yosysTopAreaCell": "sky130_fd_sc_hd__edfxtp_1",
  "synthesis.instances": 556,
  "setup_tns_ns": 0,
  "openroad_warnings": 35,
  "die_width_um": 110,
  "globalRoute.totalOverflow": 0,
  "holdCritPathClass": "flip-flop to flip-flop",
  "drc_errors": 0,
  "detail_route.antenna_diodes": 0,
  "timing.max_slew.rel_slack_pct": 44.9,
  "finalWorstPathRequiredPeriod_ns": 3.43,
  "final-setup-viol-count": 0,
  "layout.area.seq_um2": 2610,
  "synth.avg_cell_area_um2": 10.5,
  "hold_violation_count_in_the_final_report": 0,
  "worstHoldStart": "fpa.resultshift[2]$_DFFE_PP_",
  "synth-edff-count": 87,
  "tritoncts": "yes",
  "power_leakage_nw": 2.22,
  "min_to": "fpa.result[12]$_SDFFCE_PN1P_",
  "timing.critical_path.from_type": "flip-flop",
  "ctsHoldBuffers": 0,
  "fraction_of_synthesized_cell_area_taken_by_the_top_area_cell_type_pct": 44.8,
  "area.growth.synth_to_final_pct": 7.75,
  "finalMaxSlewViolations": 0,
  "timing.critical_path.slowest_cell_delay_ns": 0.77,
  "fp.coreArea_um2": 11400,
  "timing.critical_path.cells": "buf_4 > ha_1 > nand2_1 > xnor2_1 > o31ai_2 > nand2_1 > o32ai_1",
  "initial_core_utilization_pct": 51.3,
  "detailroute.via_count": 4119,
  "fillers": 936,
  "topCellsByArea": "sky130_fd_sc_hd__edfxtp_1, sky130_fd_sc_hd__mux4_2, sky130_fd_sc_hd__ha_1",
  "mappedNetlistArea_um2": 5830,
  "grt_pass1_vias": 3933,
  "synth_cell_types": 69,
  "critical_path.n_buffers_inverters": 1,
  "path_clk_slew_ns": 0.06,
  "synth-async-reset-ratio_pct": 0,
  "route.final.wire_length_mm": 12.6,
  "crit-reg2reg-launch": "fpa.pos[0]$_SDFFCE_PP0P_",
  "yosys_warnings": 5,
  "fin_worst_skew_ns": 0.0103,
  "design.die.area_um2": 12100,
  "grt_pass1_wl_mm": 20.2,
  "final-comb-area_um2": 2960,
  "reg2reg_setup_slack_ns": 1.57,
  "post-cts-setup-buffers": 0,
  "grt_antenna_before_repair": 0,
  "critPathRequiredTime_ns": 5.09,
  "maximum_number_of_pins_on_one_net_before_global_route_repair": 32,
  "worst-r2r-cell-count": 7,
  "cts-resized-gates": 0,
  "cts-root-buf": "sky130_fd_sc_hd__clkbuf_16",
  "firstDrtPassIters": 5,
  "most_common_cell": "sky130_fd_sc_hd__edfxtp_1",
  "min_period_over_period_pct": 68.7,
  "placement.io_buffers": 1,
  "critical_path_class": "flip-flop to flip-flop",
  "rsz0062_at_grt": "false",
  "worst_r2r_endpoint": "fpa.resultfrac[2]$_DFFE_PP_",
  "global_route.usage.total_pct": 23.8,
  "dr.first_iter.drc_count": 303,
  "irDropWorstVdd_uv": 241,
  "status": "finished, final reports clean",
  "numClockSinks": 87,
  "globalplace.congestion": 0.899,
  "critical_path.most_common_cell": "sky130_fd_sc_hd__nand2_1",
  "ctsHtreeMaxLevel": 3,
  "holdPathStages": 1,
  "detail_route.wl_per_cell_um": 18.1,
  "most_used_standard_cells_in_the_synthesized_netlist": "sky130_fd_sc_hd__edfxtp_1, sky130_fd_sc_hd__nor2_1, sky130_fd_sc_hd__nand2_1",
  "vias_per_cell": 5.92
}
[where the power goes]
| part | total (mW) | internal, mW | leakage [nW] | switching (mW) |
|---|---|---|---|---|
| registers | 0.790 | 0.790 | 1.01 | 0 |
| clock network | 0.728 | 0.442 | 0.156 | 0.287 |
| logic | 0.0000828 | 0 | 1.06 | 0.0000817 |
| total | 1.52 | 1.23 | 2.22 | 0.287 |
[registers in the layout, summed over array words and instances (netlist names)]
| signal | flops |
|---|---|
| Done | 1 |
| add | 1 |
| fpa.resultfrac | 10 |
| fpa.bigreg | 6 |
| fpa.resultshift | 5 |
| number2 | 1 |
| fpa.smallreg | 11 |
| count | 3 |
| fpa.state | 3 |
| state | 2 |
| fpa.resultreg | 20 |
| fpa.pos | 6 |
| fpa.ready | 1 |
| expected_result | 1 |
| fpa.result | 15 |
| fpa.found | 1 |
[kinds of logic after synthesis]
| group | synth area share, % |
|---|---|
| compound gates | 13.3 |
| xor+xnor | 7.02 |
| fa+ha+maj | 4.51 |
| buf+inv | 4.49 |
| flops | 44.8 |
| mux | 8.61 |
| other cells | 0.0643 |
| simple gates | 17.2 |
[metal layers]
metal	track usage, %	part of all wire (%)
met5	0	0
met2	36.4	46
met3	6.34	6.1
met4	7.81	4.3
met1	35.3	43
[worst reg2reg max path, stage by stage, from the launching register on]
cell and delay (ns):
sky130_fd_sc_hd__edfxtp_1 0.34, sky130_fd_sc_hd__buf_4 0.38, sky130_fd_sc_hd__ha_1 0.77, sky130_fd_sc_hd__nand2_1 0.37
sky130_fd_sc_hd__xnor2_1 0.27, sky130_fd_sc_hd__o31ai_2 0.35, sky130_fd_sc_hd__nand2_1 0.19, sky130_fd_sc_hd__o32ai_1 0.50
[cell usage in the layout, fill, tap and decap left out, types with 3 or more instances in the layout]
cell type / n
sky130_fd_sc_hd__inv_1: 31
sky130_fd_sc_hd__xor2_1: 17
sky130_fd_sc_hd__xnor2_1: 21
sky130_fd_sc_hd__a21oi_1: 36
sky130_fd_sc_hd__o21a_1: 3
sky130_fd_sc_hd__a31oi_1: 6
sky130_fd_sc_hd__o32ai_1: 6
sky130_fd_sc_hd__nor4_1: 4
sky130_fd_sc_hd__nor2_1: 67
sky130_fd_sc_hd__clkbuf_16: 9
sky130_fd_sc_hd__ha_1: 21
sky130_fd_sc_hd__nand3_1: 13
sky130_fd_sc_hd__mux4_2: 15
sky130_fd_sc_hd__edfxtp_1: 87
sky130_fd_sc_hd__o21ai_0: 11
sky130_fd_sc_hd__nand2b_1: 3
sky130_fd_sc_hd__mux2i_1: 13
sky130_fd_sc_hd__nand2_1: 39
sky130_fd_sc_hd__nor2b_1: 7
sky130_fd_sc_hd__buf_4: 11
sky130_fd_sc_hd__and2_1: 30
sky130_fd_sc_hd__o31ai_1: 3
sky130_fd_sc_hd__o22ai_1: 4
sky130_fd_sc_hd__or3_1: 7
sky130_fd_sc_hd__nor3_1: 17
sky130_fd_sc_hd__a211oi_1: 5
sky130_fd_sc_hd__inv_6: 3
sky130_fd_sc_hd__mux2_2: 3
[per-stage QoR]
stage	cells	power [mW]	worst slack, ns	hold slack [ns]	util, %
floorplan	556	0.805	2.11	0.481	-
global placement	680	0.805	1.67	0.489	52.4
detailed placement	680	0.805	1.62	0.492	52.4
CTS	696	1.53	1.59	0.508	55.2
global route	696	1.57	1.37	0.525	55.2
finish	696	1.52	1.57	0.509	55.2
[area by class of cell]
type | instances | share of cell area [%]
multi-input cells | 407 | 47.1
flip-flops and latches | 87 | 41.6
clock buffers | 10 | 3.65
well taps | 143 | 2.85
inverters | 31 | 1.85
repair buffers | 12 | 1.47
clock inverters | 6 | 1.43
[worst max-delay path by stage]
stage | slack (ns) | cells past startpoint | to | start
CTS | 1.59 | 8 | fpa.resultfrac[5]$_DFFE_PP_ | fpa.pos[0]$_SDFFCE_PP0P_
finish | 1.57 | 7 | fpa.resultfrac[2]$_DFFE_PP_ | fpa.pos[0]$_SDFFCE_PP0P_
global route | 1.37 | 8 | fpa.resultfrac[5]$_DFFE_PP_ | fpa.pos[0]$_SDFFCE_PP0P_
No activity file was given, so power comes from the tool's default toggle rates.
